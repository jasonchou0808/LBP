[config.mk]
export PLATFORM = sky130hd
export DESIGN_NAME = LBP
export DESIGN_NICKNAME = LBP
export VERILOG_FILES = /design/flow/design.v
export SDC_FILE = /design/flow/constraint.sdc
export NUM_CORES = 4
export LEC_CHECK = 1
export CORE_UTILIZATION = 40
[constraint.sdc]
current_design LBP

set clk_period 3.6
set clk_io_pct 0.2

create_clock -name clk0 -period $clk_period [get_ports {clk}]

set non_clock_inputs [all_inputs -no_clocks]
set_input_delay [expr $clk_period * $clk_io_pct] -clock clk0 $non_clock_inputs
set_output_delay [expr $clk_period * $clk_io_pct] -clock clk0 [all_outputs]
[design.v]
`timescale 1ns/10ps
module LBP (clk, reset, gray_addr, gray_req, gray_ready, gray_data, lbp_addr, lbp_valid, lbp_data, finish);
input clk;
input reset;
input gray_ready; 
input [7:0] gray_data;
output reg [13:0] gray_addr;  
output reg gray_req;  
output reg [13:0] lbp_addr;
output reg lbp_valid;
output [7:0] lbp_data;
output reg finish;
reg [1:0] grayad_count;
reg [7:0] buffer0 [0:2];
reg [7:0] buffer1 [0:2];
reg [7:0] buffer2 [0:2];
always @(posedge clk or posedge reset) begin  
    if(reset)
        gray_req <= 0;
    else if(gray_ready)
        gray_req <= 1;
    else 
        gray_req <= 0;
end
always @(posedge clk or posedge reset) begin  
    if(reset)
        gray_addr <= 0;
    else if(gray_req)
        case(grayad_count)
            2'b00:
                gray_addr <= gray_addr + 128;
            2'b01:
                gray_addr <= gray_addr + 128;
            2'b10:
                gray_addr <= gray_addr - 255;
        endcase
    else 
        gray_addr <= 0;
end
always @(posedge clk) begin  
    if(reset)
        grayad_count <= 0;
    else if(grayad_count == 2)
        grayad_count <= 0;
    else if(gray_req)
        grayad_count <= grayad_count + 1;
end
always @(posedge clk) begin  
    if (grayad_count == 0) begin
        buffer0[2] <= gray_data;
        buffer0[1] <= buffer0[2];
        buffer0[0] <= buffer0[1];
    end
end
always @(posedge clk) begin  
    if (grayad_count == 1) begin
        buffer1[2] <= gray_data;
        buffer1[1] <= buffer1[2];
        buffer1[0] <= buffer1[1];
    end
end
always @(posedge clk) begin  
    if (grayad_count == 2) begin
        buffer2[2] <= gray_data;
        buffer2[1] <= buffer2[2];
        buffer2[0] <= buffer2[1];
    end
end
assign lbp_data[0] = ((buffer0[0] < buffer1[1]) ? 0 : 1);
assign lbp_data[1] = ((buffer0[1] < buffer1[1]) ? 0 : 1);
assign lbp_data[2] = ((buffer0[2] < buffer1[1]) ? 0 : 1);
assign lbp_data[3] = ((buffer1[0] < buffer1[1]) ? 0 : 1);
assign lbp_data[4] = ((buffer1[2] < buffer1[1]) ? 0 : 1);
assign lbp_data[5] = ((buffer2[0] < buffer1[1]) ? 0 : 1);
assign lbp_data[6] = ((buffer2[1] < buffer1[1]) ? 0 : 1);
assign lbp_data[7] = ((buffer2[2] < buffer1[1]) ? 0 : 1);
always @(posedge clk or posedge reset) begin  
    if(reset)
        lbp_addr <= 126;
    else if(grayad_count == 2)
        lbp_addr <= lbp_addr + 1;
end
always @(posedge clk or posedge reset) begin  
    if(reset)
        lbp_valid <= 0;
    else if(grayad_count == 2 && lbp_addr % 128 != 126 && lbp_addr % 128 != 127)
        lbp_valid <= 1;
    else
        lbp_valid <= 0;
end
always @(posedge clk or posedge reset) begin  
    if(reset)
        finish <= 0;
    else if(lbp_addr == 16254)
        finish <= 1; 
    else
        finish <= 0;
end
endmodule
[run.sh]
#!/bin/bash
# OpenROAD 26Q1-2900-gdf79404cd8, Yosys 0.63+post, stock flow scripts
make -C /OpenROAD-flow-scripts/flow DESIGN_CONFIG=/design/flow/config.mk WORK_HOME=/design/flow/orfs finish
==> flow_summary.toml <==
# yosys + openroad results
[run_status]
status = "finished, final reports clean"

[worst_setup_path]
cp_max_fo = 8
cp-start-kind = "register"
slowest_stage = "clkdlybuf4s50_1"
timing.rr.start = "grayad_count[0]$_SDFFE_PP0P_"
required_ns = 2.88
cp.arrival_ns = 2.29
max_stage_delay_ns = 0.41
crit_path_cell_trace = "inv_1, ha_1, a21o_1, a21oi_1, o31a_1, o21ai_1, clkdlybuf4s50_1"
crit_type = "register to primary output"
timing.rr.end = "gray_addr[10]$_DFFE_PP0P_"
end_kind = "primary output"
regToRegSetupSlack_ns = 1.41
critPathBufInv = 2
cpLargestDelayFamily = "buffers and inverters"
reg2regPathDepth = 6

[synth]
synthCells = 382
logic_family = "adder cells"
yosys.area_share.simple_pct = 10.2
yosysWarnings = 4
synthXorXnorAreaFrac_pct = 3.27
compound_area_share_pct = 8.94
edf_count = 72
synth_adder_area_share_pct = 15.7
ff_type = "edfxtp_1"
synth.distinct_cells = 44
ys_cells = 382
ys_ff = 105
yosysChipArea_sq_um = 5090
ys_seq_share_pct = 58.6
async_flop_share_pct = 29.5
syn_area_per_cell_sq_um = 13.3
mux_share_pct = 1.60
netlist_area_sq_um = 5090

[sta]
rsz0062_at_grt = "false"
tightest_slew_ns = 0.744
skew_ns = 0.00317
tns_ns = 0
hold_viol_final = 0
slew_headroom_pct = 50.4
max_freq_mhz = 333
period_used_pct = 83.5
hold_ws_ns = 0.439
slew_viol_final = 0
finalSetupViolations = 0
setup_ws_ns = 0.594
fin_crit_ns = 3.01

[clocking]
numCtsBuffers = 9
cts_setup_buffers = 0
ctsLongestPathBuffers = 2
clk_pin_slew_ns = 0.07
worstSkewPairLatency_ns = 0.34
cts-root-buf = "clkbuf_16"
cts.repair.resized = 0
cts_tree = "done"
ctsHoldBuffers = 0
htree_levels = 3
clkSinkCount = 105

[power_and_ir_drop]
leakagePower_nw = 2.43
ir_drop_v = 0.000254
power.density_nw_per_um2 = 500

[min_path]
hold_depth = 0
min_to = "buffer2[0][0]$_DFFE_PP_"
min_path_type = "register to register"
hp-start = "buffer2[1][0]$_DFFE_PP_"

[route]
drtIter0Drc = 158
wl_mm = 8.98
wl_per_cell_microns = 14.6
vias = 3073
diodes = 0
vias_per_cell = 5.00
route.detailed.drc = 0
dr.pass1.iters = 4
ant_nets = 0

[grt]
grt_max_degree = 34
antenna_found_initial = 0
grt_pass1_vias = 3128
grt_first_pass_wirelength_mm = 15.7
grt_overflow_total = 0
track_usage_pct = 16.1

[layout]
final_cells = 615
final_cell_area_sq_um = 6080
area_growth_pct = 19.5
drive_gt1_share_pct = 7.61
lay_top_cells = "72 x edfxtp_1, 63 x ha_1, 49 x clkdlybuf4s50_1"
mostFrequentLayoutCell = "edfxtp_1"

[floorplanning]
die_h_microns = 115
coreArea_sq_um = 12200
row_count = 40
pin_count = 50
fp_util_pct = 41.7
chip_area_sq_um = 13200
die_w_microns = 115

[placed_design]
dpl_cell_area_sq_um = 5800
place_ws_ns = 0.935
dpl.hpwl_mm = 6.18
dpl.cell_count = 599
io_buffers = 49
finalWeightedCongestion = 0.783

[job]
warnings = 29
drv_cap = 0
[worst max-delay path by stage]
stage	from	slack (ns)	depth (start not counted)	end
final	buffer1[1][4]$_DFFE_PN_	0.59	7	lbp_data[6]
after global routing	buffer1[1][4]$_DFFE_PN_	0.42	7	lbp_data[2]
after CTS	buffer1[1][4]$_DFFE_PN_	0.55	7	lbp_data[6]
[final cells by class]
type                    count  area (sq um)
multi-input cells         257          2030
clock inverters             7          53.8
fillers                  1097          6130
inverters                  16          60.1
repair buffers             53           520
clock buffers               9           225
flip-flops and latches    105          2990
well taps                 168           210
[worst register-to-register path, cell delays in order, from the launching register on]
cell	delay [ns]
dfxtp_1	0.34
inv_1	0.09
ha_2	0.68
inv_1	0.30
mux2_2	0.34
a21oi_1	0.17
mux2i_1	0.20
[synth_stat cells (all sizes together) (6+ instances only)]
library cell  instances  area share (%)
edfxtp               72              42
ha                   64              16
dfrtp                25              12
nand2                24             1.8
a21oi                22             2.2
inv                  16             1.2
nand3                16             1.6
nor2                 16             1.2
xnor2                15             2.6
o21ai                13             1.3
nand2b               12             1.5
a21o                  9             1.3
a211oi                8             1.2
o31a                  8             1.4
mux2i                 7             1.4
nand4                 7             1.2
dfstp                 6             3.1
[sequential cells by signal (all words and copies together) (netlist names)]
| name | cells |
|---|---|
| gray_addr | 14 |
| lbp_valid | 1 |
| gray_req | 1 |
| finish | 1 |
| lbp_addr | 14 |
| grayad_count | 2 |
| buffer1 | 24 |
| buffer0 | 24 |
| buffer2 | 24 |
[layer usage]
layer	track usage, %	share of wire [%]
met1	26.9	50
met2	24.2	45
met3	3.86	4.4
met4	1.04	0.76
met5	0	0
[per-stage QoR]
step | power (W) | utilization (%)
3_3_place_gp | 0.00214 | 47.5
5_1_grt | 0.00323 | 49.8
4_1_cts | 0.00308 | 49.8
2_1_floorplan | 0.00190 | -
3_5_place_dp | 0.00215 | 47.5
6_report | 0.00304 | 49.8
[power by group]
part | switching [W] | leakage, nW | total [W] | internal (W)
clock network | 0.000446 | 0.128 | 0.000920 | 0.000474
registers | 0.000110 | 1.10 | 0.00158 | 0.00147
logic | 0.000264 | 1.20 | 0.000543 | 0.000279
[logic make-up (layout without fill, tap and decap cells)]
family | Yosys count | after routing
simple gates | 97 | 97
flops | 105 | 105
xor+xnor | 19 | 19
compound gates | 69 | 69
fa+ha+maj | 64 | 64
buf+inv | 20 | 85
mux | 8 | 8
No activity file was given, so power comes from the tool's default toggle rates.
